`./run.sh`:
```
#!/bin/bash
# OpenROAD 26Q1-2900-gdf79404cd8, Yosys 0.63+post, stock flow scripts
make -C /OpenROAD-flow-scripts/flow DESIGN_CONFIG=/design/flow/config.mk WORK_HOME=/design/flow/orfs finish
```
`./config.mk`:
```
export PLATFORM = sky130hd
export DESIGN_NAME = akkanat
export DESIGN_NICKNAME = akkanat
export VERILOG_FILES = /design/flow/design.v
export SDC_FILE = /design/flow/constraint.sdc
export NUM_CORES = 4
export LEC_CHECK = 1
export CORE_UTILIZATION = 30
```
`./constraint.sdc`:
```
current_design akkanat

set clk_period 21.4
set clk_io_pct 0.2

create_clock -name clk0 -period $clk_period [get_ports {clk_i}]

set non_clock_inputs [all_inputs -no_clocks]
set_input_delay [expr $clk_period * $clk_io_pct] -clock clk0 $non_clock_inputs
set_output_delay [expr $clk_period * $clk_io_pct] -clock clk0 [all_outputs]
```
`./design.v`:
```
module akkanat (
    input  wire clk_i,             
    input  wire rst_i,              
    input  wire [31:0]  inst_i,           
    input  wire [31:0]  data_mem_rdata_i,  
    output reg  [31:0]  pc_o,            
    output reg  [31:0]  data_mem_addr_o,    
    output reg  [31:0]  data_mem_wdata_o,   
    output reg data_mem_we_o,     
    output wire [1023:0] regs_o,          
    output reg  [1:0]  cur_stage_o        
);
    reg [2:0] state_q, state_next;
    reg [31:0] pc_next;
    reg [31:0] alu_out;   
    reg [31:0] mem_wdata_reg;   
    reg [31:0] temp_val_a;      
    reg [31:0] temp_val_b;     
    reg [31:0] cycle_cnt;      
    reg  found;         
    integer idx;           
    reg [1:0]  step;         
    reg [31:0] registers [0:31];
    integer i;
    genvar k;
    localparam S_FETCH = 3'b000;
    localparam S_DECODE= 3'b001;
    localparam S_EXECUTE = 3'b010;
    localparam S_WRITE = 3'b011;
    localparam OPC_LUI= 7'b0110111;
    localparam OPC_AUIPC = 7'b0010111;
    localparam OPC_JAL  = 7'b1101111;
    localparam OPC_JALR  = 7'b1100111;
    localparam OPC_BRANCH    = 7'b1100011;
    localparam OPC_LOAD = 7'b0000011;
    localparam OPC_STORE  = 7'b0100011;
    localparam OPC_OP_IMM    = 7'b0010011;  
    localparam OPC_OP = 7'b0110011;  
    localparam OPC_CUSTOM_1  = 7'b1110111;  
    localparam OPC_CUSTOM_2  = 7'b1111111;  
    wire [6:0] opcode = inst_i[6:0];
    wire [4:0] rd  = inst_i[11:7];
    wire [2:0] funct3 = inst_i[14:12];
    wire [4:0] rs1 = inst_i[19:15];
    wire [4:0] rs2 = inst_i[24:20];
    wire [6:0] funct7 = inst_i[31:25];
    wire [1:0] select_s2 = inst_i[26:25];
    wire [31:0] imm_I={{20{inst_i[31]}}, inst_i[31:20]};
    wire [31:0] imm_S={{20{inst_i[31]}}, inst_i[31:25], inst_i[11:7]};
    wire [31:0] imm_B={{19{inst_i[31]}}, inst_i[31], inst_i[7], inst_i[30:25], inst_i[11:8], 1'b0};
    wire [31:0] imm_U = {inst_i[31:12], 12'b0};
    wire [31:0] imm_J = {{11{inst_i[31]}}, inst_i[31], inst_i[19:12], inst_i[20], inst_i[30:21], 1'b0};
    wire [31:0] rdata1 = (rs1 == 0)?0:registers[rs1];
    wire [31:0] rdata2 = (rs2 == 0)?0:registers[rs2];
    generate
        for (k = 0; k < 32; k = k + 1) begin : reg_dump
            assign regs_o[k*32 +: 32] = registers[k];
        end
    endgenerate
    always @(posedge clk_i or posedge rst_i) begin
        if (rst_i) begin
            pc_next  <= 0;
            pc_o   <= 0;
            state_q  <= S_FETCH;
            cur_stage_o   <= S_FETCH[1:0];
            alu_out  <= 0;
            mem_wdata_reg  <= 0;
            cycle_cnt  <= 0;
            temp_val_a  <= 0;
            temp_val_b <= 0;
            step  <= 0;
            found  <= 0;
            for (i = 0; i < 32; i = i + 1) begin
                registers[i] <= 0;
            end
        end else begin
            state_q      <= state_next;
            cur_stage_o  <= state_next[1:0];
            if (state_q == S_DECODE) begin
                cycle_cnt <= 0;
            end
            if (state_q == S_EXECUTE) begin
                cycle_cnt <= cycle_cnt + 1;
                case (opcode)
                    OPC_LUI:   alu_out <= imm_U;
                    OPC_AUIPC: alu_out <= pc_o+imm_U;
                    OPC_JAL: begin
                        alu_out <= pc_o + 4;
                        pc_next <= pc_o + imm_J;
                    end
                    OPC_JALR: begin
                        alu_out <= pc_o + 4;
                        pc_next <= rdata1 + imm_I;
                    end
                    OPC_BRANCH: begin
                        case (funct3)
                            3'b000: if (rdata1 == rdata2) pc_next<=pc_o+imm_B;  
                            3'b101: if ($signed(rdata1) >= $signed(rdata2)) pc_next <= pc_o + imm_B;  
                        endcase
                    end
                    OPC_LOAD:  alu_out <= rdata1 + imm_I;
                    OPC_STORE: begin
                        alu_out       <= rdata1 + imm_S;
                        mem_wdata_reg <= rdata2;
                    end
                    OPC_OP_IMM: begin
                        case (funct3)
                            3'b000: alu_out <= rdata1 + imm_I;      
                            3'b001: alu_out <= rdata1 << imm_I[4:0];          
                            3'b010: alu_out <= ($signed(rdata1) < $signed(imm_I)) ? 1 : 0;    
                            3'b011: alu_out <= (rdata1 < imm_I) ? 1 : 0;        
                            3'b100: alu_out <= rdata1 ^ imm_I;    
                            3'b110: alu_out <= rdata1 | imm_I;     
                            3'b111: alu_out <= rdata1 & imm_I;   
                        endcase
                    end
                    OPC_OP: begin
                        case (funct3)
                            3'b000: if (funct7[5]) alu_out <= rdata1 - rdata2;     
                                    else  alu_out <= rdata1 + rdata2;      
                            3'b001: alu_out <= rdata1 << rdata2[4:0];    
                            3'b010: alu_out <= ($signed(rdata1) < $signed(rdata2)) ? 1 : 0;   
                            3'b011: alu_out <= (rdata1 < rdata2) ? 1 : 0;     
                            3'b100: alu_out <= rdata1 ^ rdata2;          
                            3'b101: if (funct7[5]) alu_out <= $signed(rdata1) >>> rdata2[4:0];  
                                    else  
                                        alu_out <= rdata1 >> rdata2[4:0];    
                            3'b110: alu_out <= rdata1 | rdata2;   
                            3'b111: alu_out <= rdata1 & rdata2;      
                        endcase
                    end
                    OPC_CUSTOM_1: begin
                        case (funct3)
                            3'b000: alu_out <= (rdata1 > rdata2) ? (rdata1 - rdata2) : (rdata2 - rdata1); 
                            3'b010: begin 
                                if (inst_i[20] == 1'b1) alu_out <= {16'b0, rdata1[31:16]};
                                else                    alu_out <= {16'b0, rdata1[15:0]};
                            end
                            3'b100: alu_out <= ($signed(rdata1) + $signed(imm_I)) >>> 1; 
                            3'b101: alu_out <= {20'b0, inst_i[31:20]}; 
                            3'b111: begin
                                found = 0;
                                for (idx = 0; idx <= 24; idx = idx + 1) begin
                                    if (rdata1[idx +: 8] == rdata2[7:0]) found = 1;
                                end
                                alu_out <= found;
                            end
                            3'b001: begin 
                                if (cycle_cnt == 0) begin
                                    alu_out  <= ($signed(rdata1) < $signed(rdata2)) ? rdata1 : rdata2;  
                                    temp_val_a  <= ($signed(rdata1) < $signed(rdata2)) ? rdata2 : rdata1;  
                                end else begin
                                    alu_out  <= registers[rd] + 4;
                                    mem_wdata_reg <= temp_val_a; 
                                end
                            end
                            3'b110: begin 
                                if (cycle_cnt == 0) temp_val_a <= data_mem_rdata_i;  
                                if (cycle_cnt == 1) temp_val_b<=data_mem_rdata_i;  
                                if (cycle_cnt == 2) begin
                                    if (temp_val_a >= temp_val_b && temp_val_a>=data_mem_rdata_i)
                                        alu_out <= temp_val_a;
                                    else if (temp_val_b >= temp_val_a && temp_val_b>=data_mem_rdata_i)
                                        alu_out <= temp_val_b;
                                    else
                                        alu_out<=data_mem_rdata_i;
                                end
                            end
                        endcase
                    end
                    OPC_CUSTOM_2: begin
                        case (funct3)
                            3'b000: begin 
                                case (select_s2)
                                    2'b00: if ($signed(rdata1) == $signed(rdata2)) pc_next <= pc_o + imm_B;
                                    2'b01: if ($signed(rdata1) >= $signed(rdata2)) pc_next <= pc_o + imm_B;
                                    2'b10: if ($signed(rdata1) <  $signed(rdata2)) pc_next <= pc_o + imm_B;
                                    2'b11: pc_next <= pc_o + 4;  
                                endcase
                            end
                            3'b111: begin
                                step = cycle_cnt[1:0];  
                                if (step == 1) temp_val_a <= data_mem_rdata_i; 
                                if (step == 2) temp_val_b <= temp_val_a * data_mem_rdata_i; 
                            end
                        endcase
                    end
                endcase
            end
            if (state_q ==S_WRITE) begin
                if (opcode == OPC_JAL || opcode == OPC_JALR || opcode == OPC_BRANCH || (opcode == OPC_CUSTOM_2 && funct3 == 3'b000)) begin
                    pc_o <= pc_next;
                end else begin
                    pc_o <= pc_o + 4;
                end
                if (opcode != OPC_STORE && opcode != OPC_BRANCH && opcode != OPC_CUSTOM_2) begin
                    if (opcode == OPC_LOAD) registers[rd] <= data_mem_rdata_i;
                    else if (rd != 0)   registers[rd] <= alu_out;
                end
            end
        end
    end
    always @(*) begin
        state_next = state_q;
        data_mem_we_o = 0;
        data_mem_addr_o  = 0;
        data_mem_wdata_o = 0;
        case (state_q)
            S_FETCH:  state_next = S_DECODE;
            S_DECODE: state_next = S_EXECUTE;
            S_EXECUTE: begin
                state_next = S_WRITE; 
                if (opcode == OPC_STORE) begin
                    data_mem_we_o= 1;
                    data_mem_addr_o = alu_out;
                    data_mem_wdata_o = mem_wdata_reg;
                end else if (opcode == OPC_LOAD) begin
                    data_mem_addr_o = alu_out;
                end
                if (opcode == OPC_CUSTOM_1) begin
                    if (funct3 ==3'b001) begin 
                        if (cycle_cnt == 0) begin
                            state_next= S_EXECUTE;
                            data_mem_we_o = 1;
                            data_mem_addr_o= registers[rd]; 
                            data_mem_wdata_o = alu_out;
                        end else begin
                            data_mem_we_o = 1;
                            data_mem_addr_o  = registers[rd] + 4; 
                            data_mem_wdata_o = mem_wdata_reg;
                        end
                    end
                    else if (funct3 == 3'b110) begin 
                        if (cycle_cnt == 0) begin state_next = S_EXECUTE; data_mem_addr_o = registers[rd]; end
                        if (cycle_cnt == 1) begin state_next = S_EXECUTE; data_mem_addr_o = registers[rs1]; end
                        if (cycle_cnt == 2) begin state_next = S_WRITE; data_mem_addr_o = registers[rs2]; end
                    end
                end
                if (opcode == OPC_CUSTOM_2 && funct3 == 3'b111) begin 
                    if (cycle_cnt < ((select_s2 + 1) * 4) - 1) begin
                        state_next = S_EXECUTE;
                    end
                    if (cycle_cnt[1:0] == 0) data_mem_addr_o = registers[rs1] + (cycle_cnt[31:2] << 2);
                    else if (cycle_cnt[1:0] == 1) data_mem_addr_o = registers[rs2] + (cycle_cnt[31:2] << 2);
                    else if (cycle_cnt[1:0] == 2) data_mem_addr_o = imm_S; 
                    else if (cycle_cnt[1:0] == 3) begin
                        data_mem_addr_o  = imm_S;
                        data_mem_we_o    = 1;
                        data_mem_wdata_o = data_mem_rdata_i + temp_val_b; 
                    end
                end
            end
            S_WRITE: begin
                state_next = S_FETCH;
                if (opcode==OPC_LOAD || opcode==OPC_STORE) begin
                     data_mem_addr_o = alu_out;
                     if (opcode==OPC_STORE) begin
                         data_mem_we_o =1;
                         data_mem_wdata_o = mem_wdata_reg;
                     end
                end
            end
        endcase
    end
endmodule
```
==> ci_impl_report.md <==
### Metrics collected by this job

| Metric | Value |
|---|---|
| Status | completed |
| CP cell instances | buf_2 > buf_4 > or3b_1 > nor2_4 > buf_4 > buf_4 > a22oi_1 > nand2_1 > nor4_1 > nand4_1 > ha_1 > a2111oi_0 > o31ai_1 > buf_4 > o221ai_1 > a21oi_1 > o41ai_1 > buf_4 > o21ai_0 > o41ai_1 > mux2i_1 > a221oi_1 > a211o_1 > clkdlybuf4s50_1 |
| Cycle use final | 0.827 |
| Netlist cell types | 121 |
| Worst Hold Launch | state_q[0] |
| Final wirelength | 1200000 µm |
| Highest Clock Rate | 0.0565 GHz |
| Vias per std cell | 6.82 |
| Asr flop ratio synth | 1.00 |
| Total gr overflow | 0 |
| Slowest CP cell | o41ai_1 |
| Maximum root-to-sink buffer count | 4 |
| Reg2reg start | registers[25][0] |
| Post-DRT Antenna Nets | 0 |
| Leak Pwr | 65.3 nW |
| Hold_buf cts | 0 |
| CTS tree | built |
| Post-DP HPWL | 911000 µm |
| Most frequent CP cell | buf_4 |
| Max Cap Viol | 0 |
| Clk_skew | 0.0824 ns |
| Die Ht | 642 µm |
| DRC viols | 0 |
| Post-synth area from yosys stat | 0.123 mm² |
| Num ports | 1189 |
| Root buffer cell | clkbuf_16 |
| CP max stage delay | 0.66 ns |
| Final setup fails | 0 |
| Largest net degree at the start of global routing | 130 |
| Final design area excluding fillers | 0.153 mm² |
| Setup Slack @ Placement | 3.95 ns |
| Worst Tran Pin Value | 1.26 ns |
| Fp_density | 0.302 |
| Largest Register | registers |
| Setup CP Type | in -> out |
| Slew Viols, Final | 0 |
| Die width | 642 µm |
| Post-CTS sizing | 0 |
| Core ar. | 0.407 mm² |
| Top cells excl fill/tap | nand2_1 (2285), o21ai_0 (1618), nand3_1 (1304), dfrtp_1 (1251), buf_4 (1231) |
| Clk latency late pin | 0.98 ns |
| Register share after synthesis | 0.255 |
| Crit path max fanout | 21 |
| Routability cong. | 1.16 |
| CP startpoint | inst_i[24] |
| GRT Util Overall | 0.585 |
| Final hold vios | 0 |
| # Post-CTS Setup Buffers | 0 |
| CTS Buf Count | 158 |
| PortBufs | 1188 |
| # fillers | 41700 |
| First-pass GRT wire length | 1540000 µm |
| Hold Crit Class | reg -> reg |
| YS warnings | 2 |
| Worst ir drop on vdd | 0.0000780 V |
| Max reg flops | 1024 |
| CTS H-tree lvls | 4 |
| Worst path arrival time | 13.42 ns |
| Chip area | 0.412 mm² |
| Number of global-route vias before repair | 144000 |
| Antenna violations before repair | 187 |
| Yosys cell count | 15900 |
| Iteration tally of the first detailed-router pass | 11 |
| Placed Area | 0.147 mm² |
| Synth flops | 1254 |
| Worst setup EP type | output pin |
| Final Critical Period | 17.70 ns |
| Most common logic cell in the routed design | nand2_1 |
| Total number of vias | 157000 |
| Initial drt markers | 21400 |
| Worst path required time | 17.12 ns |
| Final WS setup | 3.70 ns |
| Syn avg cell area | 7.71 µm² |
| Layout Area Growth over Synthesis | 24.4% |
| Worst path bufs/invs | 7 |
| Power Density | 61.3 mW/mm² |
| Post-synthesis instance total | 15900 |
| Setup tns final | 0 ns |
| Row count | 234 |
| Synthesized cell area | 0.123 mm² |
| Tool warnings | 283 |
| RSZ-0062 raised after global routing | no |
| Crit-path leading delay family | AND-OR/OR-AND gates |
| Critical Path Source Type | primary input |
| Most used flip-flop cell | dfrtp_1 |
| EDFF count, synth | 0 |
| WL per Instance | 52.4 µm |
| Clock sink count | 1254 |
| Clock transition at path regs | 0.07 ns |
| Rel. slew slack | 0.141 |
| Layout cells sized above 1 | 0.114 |
final timing paths:
kind | slack [ns] | cells past startpoint | endpoint
min in group asynchronous | 3.63 | 2 | cur_stage_o[1]
hold / removal | 0.42 | 0 | state_q[2]
setup / recovery | 3.70 | 24 | data_mem_addr_o[31]
setup reg to reg | 11.92 | 23 | alu_out[20]
max in group asynchronous | 12.65 | 9 | registers[8][24]
hold reg to reg | 0.42 | 0 | state_q[2]
area by class of cell:
class,instances,area (µm²),area share
Multi-Input combinational cell,12600,84600,0.553
Timing Repair Buffer,2425,21200,0.139
Inverter,819,3080,0.0201
Clock buffer,214,4480,0.0293
Clock inverter,64,952,0.00623
Tap cell,5428,6790,0.0444
Antenna cell,182,455,0.00298
Sequential cell,1254,31400,0.205
cell families (layout without fill, tap and decap cells):
kind of cell,after synthesis,after routing,share of synthesized area
AOI/OAI and AO/OA,4647,4647,0.243
xor gates and xnor gates,596,596,0.0425
adders and majority gates,1093,1093,0.137
buffers and inverters,2152,3522,0.0714
DFF,1254,1254,0.255
muxes,316,316,0.0271
other,1,209,0.0000305
and+or+nand+nor,5887,5887,0.224
synth_stat cells, drive strengths merged (37+ instances only):
master | count | area, µm²
o21ai | 1633 | 8190
o22ai | 86 | 538
mux2i | 246 | 2470
and4 | 37 | 329
mux2 | 64 | 721
nor4 | 125 | 810
o221ai | 75 | 657
xor2 | 153 | 1340
a221oi | 91 | 803
xnor2 | 443 | 3880
o211ai | 113 | 848
a21oi | 793 | 3970
a22oi | 756 | 5680
and3 | 151 | 945
buf | 463 | 2430
nor2b | 53 | 332
a221o | 54 | 541
inv | 803 | 3010
fa | 419 | 8390
a211oi | 122 | 916
a21o | 126 | 946
nand2b | 76 | 475
or4 | 39 | 293
nand4 | 456 | 2880
nor2 | 878 | 3390
clkbuf | 870 | 3270
a31oi | 126 | 862
and2 | 68 | 427
o21a | 39 | 293
nand3 | 1306 | 6550
or3 | 60 | 375
nand2 | 2325 | 8740
a2111oi | 66 | 599
a22o | 138 | 1210
o31ai | 47 | 358
a222oi | 40 | 400
dfrtp | 1253 | 31400
nor3 | 202 | 1070
ha | 674 | 8430
o21bai | 63 | 473
metal layers:
| metal | up-vias | part of all wire | track usage |
|---|---|---|---|
| met5 | - | 0.0018 | 0.0399 |
| met4 | 92 | 0.11 | 0.523 |
| met3 | 4432 | 0.14 | 0.321 |
| met2 | 14200 | 0.39 | 0.767 |
| met1 | 77600 | 0.35 | 0.675 |
| li1 | 60200 | - | - |
stage by stage:
stage               instances  power (mW)  hold WS (ns)  utilization
CTS                     22800        9.13         0.406        0.375
finish                  23000        9.38         0.425        0.376
detailed placement      22500        6.22         0.416        0.361
floorplan               16000        4.28         0.353            -
global route            22800        9.45         0.412        0.375
global placement        22500        6.25         0.417        0.361
worst reg2reg max path, delay by kind of cell (launching register included):
family / cells / cell delay (ns)
simple gates: 5 / 1.54
flops: 1 / 0.61
compound gates: 12 / 5.47
buf+inv: 4 / 0.99
fa+ha+maj: 2 / 0.77
report_power, final:
group | switching (mW) | internal [mW] | total [mW]
sequential | 0.330 | 2.48 | 2.81
clock | 1.27 | 1.67 | 2.93
combinational | 2.62 | 1.02 | 3.63
total | 4.21 | 5.16 | 9.38
Power is estimated from default activity; no workload was simulated.
